**design.v**
```verilog
module PWMBlock (input Clock, input LoadDuty,  input [7:0]DutyIn, 
output  PWMo);  
  reg [7:0] counter = 8'h00;
  reg [2:0] prescaler = 3'b000; 
  reg [7:0] duty = 8'h00;
  always @ (posedge Clock) prescaler <= ( prescaler + 3'b001 )%5; 
  always @ (posedge Clock) counter <= counter + (prescaler==3'b000);
  always @ (posedge Clock) if (LoadDuty) duty <= DutyIn;
  assign PWMo = (counter < duty) ? 1'b1 : 1'b0;
endmodule
```
**run.sh**
```bash
#!/bin/bash
# OpenROAD 26Q1-2900-gdf79404cd8, Yosys 0.63+post, stock flow scripts
make -C /OpenROAD-flow-scripts/flow DESIGN_CONFIG=/design/flow/config.mk WORK_HOME=/design/flow/orfs finish
```
**config.mk**
```make
export PLATFORM = sky130hd
export DESIGN_NAME = PWMBlock
export DESIGN_NICKNAME = PWMBlock
export VERILOG_FILES = /design/flow/design.v
export SDC_FILE = /design/flow/constraint.sdc
export NUM_CORES = 4
export LEC_CHECK = 1
export CORE_AREA = 10 10 76 76
export DIE_AREA = 0 0 86 86
```
**constraint.sdc**
```tcl
current_design PWMBlock

set clk_period 1.9
set clk_io_pct 0.2

create_clock -name clk0 -period $clk_period [get_ports {Clock}]

set non_clock_inputs [all_inputs -no_clocks]
set_input_delay [expr $clk_period * $clk_io_pct] -clock clk0 $non_clock_inputs
set_output_delay [expr $clk_period * $clk_io_pct] -clock clk0 [all_outputs]
```
==> results.toml <==
# implementation run metrics
[run_status]
status = "finished, violations left"
violations = "negative setup slack"

[clocking]
clk_path_buf_depth = 2
cts_root_buf = "clkbuf_8"
ctsHtreeMaxLevel = 1
hold_buffers = 0
cts_tree = "done"
numClockSinks = 19
cts_buffers = 3
clock_latency_ns = 0.25
clk_pin_slew_ns = 0.07

[floorplanning]
die_w_um = 86
pin_count = 11
core_area_sq_um = 4120
fp-row-count = 23
die_area_sq_um = 7400
fp.dieH_um = 86
fp_util = 0.253

[logic_synthesis]
yosysChipArea_sq_um = 1040
ys_cells = 98
simple_gate_share = 0.120
xor_share = 0.0674
synth.avg_cell_area_sq_um = 10.6
ys.flops = 19
postSynthSeqShare = 0.443
synthDistinctLibCells = 34
ys_warn_count = 1
yosys.area_share.aoi = 0.134
syn_area_sq_um = 1040
top_logic_kind = "adder cells"
synthCells = 98
ys_sh_mux = 0.00963
adder_share = 0.168

[cells_and_area]
final_core_util = 0.327
nFillCells = 417
lay_top_count = "ha_1"
drive_gt1_frac = 0.205
final_area_sq_um = 1350
area_growth_pct = 29.4
instances_no_fill = 167
layout_top_cells = "12 x ha_1, 9 x dfxtp_1, 9 x clkdlybuf4s50_1, 9 x buf_4"

[timing]
fin_crit_sh = 1.01
skew_ns = 0.00538
drv_slew = 0
final.min_clock_period_ns = 1.92
tightest_slew_ns = 0.346
setup_viol = 1
slew_headroom = 0.769
layout_setup_ws_ns = -0.0156
finalHoldViolations = 0
timing.hold.ws_ns = 0.476
rsz0062_at_grt = "yes"
fmax_mhz = 522
tns_ns = -0.0156

[detailed_routing]
routedWlPerCell_um = 10.7
post-route-drc-count = 0
ant_nets = 0
diodes = 0
drt_first_iter_violations = 22
vias_per_cell = 4.38
wl_um = 1780
firstDrtPassIters = 3
vias = 732

[worst_hold_path]
min_path_type = "reg2reg"

[worst_setup_path]
crit_arrival_ns = 1.54
worstPathRequired_ns = 1.52
cp-end-kind = "output pin"
path_class = "reg2out"
crit_fanout = 2
worstSetupStartpointType = "flop"

[global_routing]
grt_usage = 0.0513
first_global_vias = 776
grt_max_degree = 12
grt_antenna_before_repair = 0
grt_overflow = 0
grt_first_pass_wirelength_um = 3260

[pwr]
finalPower_uw = 749
powerDensity_nw_per_um2 = 557
p_leak_nw = 0.562
ir_worst_vdd_v = 0.000201

[placement]
dp_slack_ns = -0.236
dpl.cell_count = 163
placed_cell_area_sq_um = 1280
hpwl_um = 1430
gp_congestion = 0.851
port_buffers = 10

[job]
cap_violations = 0
warnings = 30
cell families (layout without fill, tap and decap cells):
logic type | Yosys count | in the layout
AOI/OAI and AO/OA | 20 | 20
buffers and inverters | 15 | 34
xor gates and xnor gates | 8 | 8
and+or+nand+nor | 21 | 21
adders and majority gates | 14 | 14
muxes | 1 | 1
DFF | 19 | 19
critical path, cell delays in order (launching register included):
cell	delay, ns
edfxtp_1	0.38
inv_2	0.08
ha_4	0.19
a21o_1	0.16
a211oi_2	0.16
o21ai_1	0.09
a21oi_1	0.12
buf_2	0.10
flip-flops by register name (all words and copies together), names as in the netlist:
signal	flops
counter	8
duty	8
prescaler	3
routing by layer:
| metal | routed length, um | GRT usage | vias up |
|---|---|---|---|
| met5 | 0 | 0 | - |
| met4 | 18 | 0.00898 | 0 |
| met3 | 55 | 0.0105 | 4 |
| met2 | 924 | 0.0933 | 7 |
| met1 | 782 | 0.0611 | 327 |
| li1 | - | - | 394 |
power by group:
part | total (mW) | internal, mW | switching (mW)
clock | 0.268 | 0.145 | 0.123
combinational | 0.0401 | 0.0247 | 0.0154
sequential | 0.441 | 0.437 | 0.00352
total | 0.749 | 0.607 | 0.142
cell type report:
class                   count  area, sq um  share of cell area
repair buffers             19          163               0.121
inverters                  11         41.3              0.0307
clock inverters             1         5.00             0.00372
multi-input cells          64          564               0.420
flip-flops and latches     19          468               0.348
clock buffers               3         41.3              0.0307
well taps                  50         62.6              0.0465
repair_timing:
item,CTS,global route
pin swaps,3,1
setup buffers,0,0
cloned,0,0
endpoints found under the setup margin,1,3
gates resized,7,3
worst paths after layout:
check / start / slack, ns / cells after the start / endpoint
setup / recovery: duty[4] / -0.02 / 7 / PWMo
hold / removal: counter[7] / 0.48 / 1 / counter[7]
setup reg to reg: prescaler[0] / 0.09 / 8 / prescaler[1]
hold reg to reg: counter[7] / 0.48 / 1 / counter[7]
cells in the mapped netlist, drive strengths merged:
library cell | count | share of area
o21a | 1 | 0.0072
edfxtp | 8 | 0.23
xnor2 | 6 | 0.051
nand4 | 1 | 0.0060
nand4b | 1 | 0.0084
inv | 11 | 0.040
nor2 | 1 | 0.0036
a31o | 1 | 0.0084
clkbuf | 1 | 0.0036
or3 | 1 | 0.0060
o21ai | 4 | 0.019
dfxtp | 11 | 0.21
nand3 | 4 | 0.019
ha | 14 | 0.17
a2bb2oi | 1 | 0.0084
nor3 | 1 | 0.0048
and3 | 2 | 0.012
nand2b | 3 | 0.018
nor2b | 1 | 0.0060
a32oi | 1 | 0.0084
buf | 3 | 0.014
nand2 | 3 | 0.011
o31ai | 1 | 0.0072
and3b | 2 | 0.017
xor2 | 2 | 0.017
and4 | 1 | 0.0084
a211oi | 3 | 0.022
mux2i | 1 | 0.0096
a21oi | 3 | 0.014
a41oi | 1 | 0.0084
o2111ai | 1 | 0.0084
a22oi | 1 | 0.0072
o211ai | 1 | 0.0072
a21o | 1 | 0.0072
Power and IR drop assume default switching activity.
