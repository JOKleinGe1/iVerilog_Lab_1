--- /design/flow/run.sh ---
#!/bin/bash
# OpenROAD 26Q1-2900-gdf79404cd8, Yosys 0.63+post, stock flow scripts
make -C /OpenROAD-flow-scripts/flow DESIGN_CONFIG=/design/flow/config.mk WORK_HOME=/design/flow/orfs finish
--- /design/flow/config.mk ---
export PLATFORM = sky130hd
export DESIGN_NAME = timer
export DESIGN_NICKNAME = timer
export VERILOG_FILES = /design/flow/design.v
export SDC_FILE = /design/flow/constraint.sdc
export NUM_CORES = 4
export LEC_CHECK = 1
export CORE_UTILIZATION = 30
--- /design/flow/constraint.sdc ---
current_design timer

set clk_period 23.4
set clk_io_pct 0.2

create_clock -name clk0 -period $clk_period [get_ports {clock}]

set non_clock_inputs [all_inputs -no_clocks]
set_input_delay [expr $clk_period * $clk_io_pct] -clock clk0 $non_clock_inputs
set_output_delay [expr $clk_period * $clk_io_pct] -clock clk0 [all_outputs]
--- /design/flow/design.v ---
module timer #(parameter CLOCK_FREQUENCY = 50000000) 
(input clock, input [7:0] control_register, output reg [31:0] millisec_counter );
localparam CLOCK_PER_MS = CLOCK_FREQUENCY/1000000;    
reg [15:0] ms_prescaler = 16'd0;
wire timer_enable; 
wire timer_reset; 
wire  ms_timer_enable ; 
assign timer_enable = control_register[0]; 
assign timer_reset = control_register[1]; 
assign ms_timer_enable = ( ms_prescaler == (CLOCK_PER_MS - 1)   )  ? 1 : 0; 
always @(posedge clock) 
	ms_prescaler <= timer_reset? 0 : (ms_prescaler + timer_enable) % CLOCK_PER_MS; 
always @(posedge clock) 
	millisec_counter <= timer_reset? 0 : (millisec_counter + ms_timer_enable) ; 
endmodule
==> ci_impl_report.md <==
## Implementation flow summary

| Metric | Value |
|---|---|
| Status | `complete, no violations` |
| CTS tree | `built` |
| Max Root-Sink Buffers | `2` |
| Num CTS Buffers | `5` |
| Antenna violations before repair | `0` |
| R2R Path Start | `ms_prescaler[0]$_SDFF_PP0_` |
| Drt wl/cell | `13.7 µm` |
| GR Util All Layers | `0.151` |
| Crit path arrival time | `14.26 ns` |
| Remaining DRCs | `0` |
| Slew Limit Fails | `0` |
| Final instance area | `5590 µm²` |
| Vias in the first global route | `4,337` |
| Total number of vias | `4,898` |
| Chip area | `16,700 µm²` |
| Max Clock Freq | `71.0 MHz` |
| Post-Place Setup Slack | `9.12 ns` |
| Worst slew pin tran | `0.768 ns` |
| Global route overflow | `0` |
| Top routing layer in use | `met4` |
| Most common reg cell | `dfxtp_1` |
| Worst path required time | `23.57 ns` |
| Drt first-iter violations | `382` |
| Worst path bufs/invs | `1` |
| Worst vdd ir | `95.9 µV` |
| Crit-path most repeated cell | `ha_1` |
| CTS Root Cell | `clkbuf_16` |
| Area Overhead vs Synth | `14.8%` |
| Mapped Area | `4870 µm²` |
| DPL Wire Length | `9.17 mm` |
| First-pass GRT wire length | `21.0 mm` |
| # hold bufs at CTS | `0` |
| CP peak stage delay | `0.52 ns` |
| Crit path time final | `14.08 ns` |
| Lkg Pwr | `0.00183 µW` |
| Top Family by Delay on Critical Path | `AND-OR/OR-AND gates` |
| Yosys warns | `1` |
| CP Class | `in -> reg` |
| Reg clk slew, reported paths | `0.07 ns` |
| N_diodes | `0` |
| Met2 WL | `5.46 mm` |
| Mean Syn Cell Area | `7.55 µm²` |
| Final setup fails | `0` |
| Core region area | `15,900 µm²` |
| Largest net degree at the start of global routing | `48` |
| Vias per cell | `5.53` |
| Worst Setup EP | `ms_prescaler[2]$_SDFF_PP0_` |
| Distinct lib cells | `100` |
| Final Hold Fails | `0` |
| Antenna-violating nets left | `0` |
| Share of cells above drive strength 1 | `0.0866` |
| H-tree depth | `2` |
| Setup crit end kind | `register` |
| Post_cts resized | `0` |
| Die width | `129 µm` |
| Setup repair bufs after CTS | `0` |
| Worst reg-to-reg setup slack | `13.92 ns` |
| Crit path launch type | `input port` |
| Final setup skew | `0.00656 ns` |
| Count of tool warnings | `32` |
| Final setup margin | `9.32 ns` |
| Critical path's slowest cell | `clkdlybuf4s50_1` |
| Asr flop ratio synth | `0` |
| Clk latency late pin | `0.29 ns` |
| Worst-path fanout max | `8` |
| R2R depth | `32` |
| Die H | `129 µm` |
| Max_slew headroom | `0.484` |
| WP depth | `33` |
| FP Util | `0.307` |
| Mapped Cells | `645` |
| DRT Pass-1 Iters | `6` |
| CP startpoint | `control_register[0]` |
| Worst flop-to-flop path endpoint | `ms_prescaler[2]$_SDFF_PP0_` |
| Io pins | `41` |
| Met1 Wirelength | `5.96 mm` |
| Tightest Hold Check Type | `reg -> reg` |
| Flops after synth | `48` |
| Cell Rows | `46` |
| Area post-placement | `5400 µm²` |
| Fin cells | `886` |
| PD cells | `124 nW/µm²` |
| I/O Buffers | `34` |
| Total length of routed wires | `12.1 mm` |
| Maxcap violations | `0` |
| Register area share after synthesis | `0.197` |
| Setup TNS | `0 ns` |
| YS chip area | `4870 µm²` |
| Tcrit/Tclk final | `0.602` |
| Clock Sinks | `48` |
| Ys cells | `645` |
| RSZ-0062 raised after global routing | `false` |
| Post-synth EDFFs | `0` |
| WL met3 | `607 µm` |
| Gp weighted congestion | `0.874` |
| Cell count after placement | `878` |
## Yosys cell counts, types with 10 or more instances
library cell,n,area share
a211oi_1,15,0.023
a21oi_1,24,0.025
and3_1,11,0.014
clkbuf_1,12,0.0092
dfxtp_1,48,0.20
inv_1,14,0.011
nand2_1,44,0.034
nand3_1,39,0.040
nand4_1,16,0.021
nor2_1,75,0.058
nor3_1,22,0.023
o211ai_1,14,0.022
o21ai_0,38,0.039
o21ai_1,10,0.010
or3_1,13,0.017
xnor2_1,21,0.038
xor2_1,28,0.050
## state kept, by name, summed over array words and instances, names as in the netlist
signal,count
ms_prescaler,16
millisec_counter,32
## metrics by stage
step	hold slack (ns)	util	power [µW]
after floorplan	0.454	-	518
after global placement	0.490	0.340	600
after detailed placement	0.494	0.340	595
after CTS	0.510	0.352	694
after global routing	0.548	0.352	766
final	0.508	0.352	695
## final cells by class
type	count	area (µm²)
timing repair buffer	37	363
fill	1644	10300
sequential	48	961
clock inverter	3	68.8
inverter	14	52.6
tap	216	270
multi-input combinational	563	3750
clock buffer	5	125
## per-layer routing
metal | track usage | vias to the layer above
met5 | 0 | -
li1 | - | 2517
met1 | 0.227 | 2222
met4 | 0.0137 | 0
met3 | 0.0168 | 16
met2 | 0.243 | 143
## worst min-delay path by stage
stage | start | to | slack, ns | depth (start not counted)
final | millisec_counter[29]$_SDFF_PP0_ | millisec_counter[29]$_SDFF_PP0_ | 0.51 | 2
after global routing | millisec_counter[29]$_SDFF_PP0_ | millisec_counter[29]$_SDFF_PP0_ | 0.55 | 2
after CTS | millisec_counter[16]$_SDFF_PP0_ | millisec_counter[16]$_SDFF_PP0_ | 0.51 | 2
## cell families (layout without fill, tap and decap cells)
family | Yosys count | count (layout) | synth area share
AND/OR/NAND/NOR | 278 | 278 | 0.299
flip-flops | 48 | 48 | 0.197
AND-OR/OR-AND | 210 | 210 | 0.323
buffers and inverters | 38 | 59 | 0.0357
multiplexers | 9 | 9 | 0.0203
other | 1 | 5 | 0.000770
XOR/XNOR | 53 | 53 | 0.104
adder cells (fa/ha/maj) | 8 | 8 | 0.0198
## worst reg2reg max path, delay by kind of cell (launching register included)
kind                       cells  cell delay [ns]
AOI/OAI and AO/OA             11             3.58
and+or+nand+nor               14             2.94
xor gates and xnor gates       3             1.15
adders and majority gates      3             0.91
muxes                          1             0.46
DFF                            1             0.34
## cell usage in the layout, fill, tap and decap left out, types with 6 or more instances in the layout
master / netlist / routed
a211oi_1: 15 / 15
a21oi_1: 24 / 24
a31o_2: 7 / 7
a31oi_1: 9 / 9
and2_1: 7 / 7
and3_1: 11 / 11
clkdlybuf4s50_1: 0 / 34
dfxtp_1: 48 / 48
ha_1: 6 / 6
inv_1: 14 / 14
nand2_1: 44 / 44
nand3_1: 39 / 39
nand4_1: 16 / 16
nor2_1: 75 / 75
nor3_1: 22 / 22
nor4_1: 8 / 8
o211ai_1: 14 / 14
o21a_1: 9 / 9
o21ai_0: 38 / 38
o21ai_1: 10 / 10
or3_1: 13 / 13
xnor2_1: 21 / 21
xor2_1: 28 / 28
## power by group
part | total [µW] | internal, µW | switching (µW) | leakage [µW]
Clock | 93.3 | 61.6 | 31.7 | 0.0000944
Sequential | 98.9 | 89.5 | 9.43 | 0.000390
Combinational | 503 | 187 | 317 | 0.00134
Total | 695 | 338 | 358 | 0.00183
Power and IR drop assume default switching activity.
