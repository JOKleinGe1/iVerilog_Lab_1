$ cat ./design.v
module uart (input clock, output  tx, input  [7:0] tx_data, input write_new_tx_data, input  [7:0] control_register ,
 output  [7:0] status_register);
localparam CLOCK_FREQUENCY =  50000000 ;
localparam BAUDRATE  = 5000000 ;   
localparam  BAUDRATEDIVIDER = ( CLOCK_FREQUENCY /  BAUDRATE ) ;
	reg [9:0]  tx_shift_register = 10'h3FF; 
	reg [15:0] baudrate_prescaler = 16'd0; 
	reg [3:0] tx_bitcount = 4'd0; 
	wire tbit_clock_enable; 
	wire tx_enable ; 
	reg tx_busy = 1'b0; 
	assign tbit_clock_enable  = ( baudrate_prescaler == ( BAUDRATEDIVIDER  - 1 )) ?  1'b1 : 1'b0; 
	assign tx =  tx_shift_register[0] ; 
	assign tx_enable = control_register[0]; 
	assign  status_register = { 7'b0000000, tx_busy}; 
	always @ (posedge clock)  
	begin 	
		baudrate_prescaler <= ( baudrate_prescaler +  tx_enable ) % BAUDRATEDIVIDER  ; 
		if (  write_new_tx_data &  ( !  tx_busy ) ) 
			begin
				 tx_bitcount  <= 4'd0;  
				tx_shift_register <= {1'b1,tx_data,1'b0}; 
				tx_busy  <= 1'b1; 
				baudrate_prescaler <= 16'd0; 
			end
		else if   ( (tbit_clock_enable &  tx_enable) && ( tx_bitcount < 9 ) ) 
			begin
				 tx_bitcount  <=   tx_bitcount  + 1;
				tx_shift_register <=  {1'b1,  tx_shift_register [9:1]};
			end
		else if ( (  tx_bitcount  >=  9 ) && (tbit_clock_enable) )  tx_busy  <= 1'b0; 
	end
endmodule
$ cat ./run.sh
#!/bin/bash
# OpenROAD 26Q1-2900-gdf79404cd8, Yosys 0.63+post, stock flow scripts
make -C /OpenROAD-flow-scripts/flow DESIGN_CONFIG=/design/flow/config.mk WORK_HOME=/design/flow/orfs finish
$ cat ./config.mk
export PLATFORM = sky130hd
export DESIGN_NAME = uart
export DESIGN_NICKNAME = uart
export VERILOG_FILES = /design/flow/design.v
export SDC_FILE = /design/flow/constraint.sdc
export NUM_CORES = 4
export LEC_CHECK = 1
export CORE_AREA = 10 10 114 114
export DIE_AREA = 0 0 124 124
$ cat ./constraint.sdc
current_design uart

set clk_period 20.0
set clk_io_pct 0.2

create_clock -name clk0 -period $clk_period [get_ports {clock}]

set non_clock_inputs [all_inputs -no_clocks]
set_input_delay [expr $clk_period * $clk_io_pct] -clock clk0 $non_clock_inputs
set_output_delay [expr $clk_period * $clk_io_pct] -clock clk0 [all_outputs]
==> results.tsv <==
metric	value	unit
status	finished clean	
synth_cell_type_count	88	
grt_first_pass_wirelength	14120	um
synth_flop_count	30	
gate_power_share	71.1	%
number_of_global_route_vias_before_repair	2968	
overall_routing_resource_usage	10.79	%
syn_area	0.003388	sq mm
cp.arrival	10300	ps
cts.clk_slew.worst_paths	60	ps
final_cell_area	0.003729	sq mm
die-height	124	um
cts_sinks	30	
area_growth	10.04	%
p_switching	247.2	uW
cts.path.max_buffers	2	
post-route-util	35.80	%
grt_antenna_before_repair	0	
postCtsHoldBufs	0	
critPathCaptureType	register	
drive_above_1_share	12.87	%
placed_area	0.003618	sq mm
cellInternalPower	247.7	uW
fin_worst_skew	1.660	ps
netlist_instances	424	
report.power.total	494.9	uW
power.clock.fraction	11.3	%
yosysSeqAreaShare	20.09	%
place.detailed.hpwl	6037	um
number_of_detailed_route_iterations_in_the_first_pass	4	
clock-root-buffer	sky130_fd_sc_hd__clkbuf_8	
post-route-period-util	50.47	%
wl_per_cell	14.16	um
ys_warnings	1	
fp.dieArea	0.01538	sq mm
route.antenna.remaining_nets	0	
cts_tree	done	
clock_insertion_delay_worst_skew	280	ps
worst_hold_path.num_cells	2	
worstSetupPathDepth	20	
r2r_cells	19	
synth_area_per_cell	7.991	sq um
most-common-layout-cells	sky130_fd_sc_hd__nand2_1, sky130_fd_sc_hd__nor2_1, sky130_fd_sc_hd__o21ai_0, sky130_fd_sc_hd__nand3_1, sky130_fd_sc_hd__dfxtp_1	
via_per_inst	5.541	
crit_buf_inv	1	
multi_input_comb_area	0.002565	sq mm
asyncSetResetFlopFracSynth	0	%
final_common_cell	sky130_fd_sc_hd__nand2_1	
drc_errors	0	
ff_latch_area	680.7	sq um
fmax	99.06	MHz
dieWidth	124	um
power.leakage	0.001393	uW
reg2reg_slack	13840	ps
timing.max_slew.rel_slack	40.61	%
routed_wirelength	8087	um
cts-buffers-inserted	5	
htreeDepth	2	
period_needed	10090	ps
timing.final.setup_violations	0	
portBuffers	12	
floorplan.initialDensity	32.53	%
power.share.sequential	17.6	%
final.setup.tns	0	ps
min-delay-path-class	reg -> reg	
crit_path_cell_trace	clkdlybuf4s50_1, ha_1, ha_1, nand3_4, or4_1, xor2_2, o21ai_0, and3_1, a2111oi_1, a31oi_1, o32a_1, a2111oi_2, a211o_2, nor2_4, a221o_2, nor2_4, o311ai_1, a221oi_2, or4b_1, a21oi_1	
actual_transition_at_the_worst_max_transition_pin	887.9	ps
hold_slack	496.4	ps
hold_viol_final	0	
critical_path.max_fanout	8	
grt_max_degree	18	
most_common_reg_cell	sky130_fd_sc_hd__dfxtp_1	
vdd_drop_max	67.05	uV
synth-edff-count	8	
grt_setup_unrepaired	false	
ys_cells	424	
routabilityCongestion	0.9123	
log_warnings	35	
io-pin-count	27	
core.rowCount	37	
p_per_cell_area	132.7	mW/mm^2
netSwitchingFraction	49.95	%
grt.overflow.total	0	
core	0.01042	sq mm
worst_path_cell_with_the_longest_stage_delay	sky130_fd_sc_hd__or4_1	
ys_chip_area	0.003388	sq mm
critPathLaunchType	input port	
post-cts-setup-buffer-count	0	
critical_path_required	20210	ps
cts.repair.resized	0	
critPathMaxStageDelay	680	ps
top_delay_family_on_crit_path	AND-OR/OR-AND gates	
setup.worst_path.class	in -> reg	
timing.final.max_slew_violations	0	
drt_iter0_drc	290	
final.fill_count	1063	
via_count	3164	
drv_cap	0	
antennaDiodeCount	0	
==> synthesized netlist by cell type, types with 3 or more instances <==
cell type	number	area, sq um
sky130_fd_sc_hd__xor2_1	11	96.34
sky130_fd_sc_hd__a32oi_1	4	35.03
sky130_fd_sc_hd__o221ai_1	3	26.28
sky130_fd_sc_hd__edfxtp_1	8	240.2
sky130_fd_sc_hd__nand3_1	22	110.1
sky130_fd_sc_hd__nor4_1	6	37.54
sky130_fd_sc_hd__nor3_1	12	60.06
sky130_fd_sc_hd__o311ai_1	3	26.28
sky130_fd_sc_hd__buf_2	6	30.03
sky130_fd_sc_hd__and3_1	6	37.54
sky130_fd_sc_hd__and2_1	4	25.02
sky130_fd_sc_hd__a21oi_1	21	105.1
sky130_fd_sc_hd__and3b_1	3	26.28
sky130_fd_sc_hd__inv_1	8	30.03
sky130_fd_sc_hd__mux2i_1	13	130.1
sky130_fd_sc_hd__ha_1	7	87.58
sky130_fd_sc_hd__o211ai_1	6	45.04
sky130_fd_sc_hd__o21ai_0	23	115.1
sky130_fd_sc_hd__o21a_1	4	30.03
sky130_fd_sc_hd__xnor2_1	15	131.4
sky130_fd_sc_hd__a31oi_1	4	25.02
sky130_fd_sc_hd__nand2_1	53	198.9
sky130_fd_sc_hd__o22ai_1	3	18.77
sky130_fd_sc_hd__nand2b_1	3	18.77
sky130_fd_sc_hd__nand4_1	12	75.07
sky130_fd_sc_hd__nor2_1	28	105.1
sky130_fd_sc_hd__mux2_2	3	33.78
sky130_fd_sc_hd__nor2b_1	4	25.02
sky130_fd_sc_hd__dfxtp_1	22	440.4
sky130_fd_sc_hd__buf_4	8	60.06
sky130_fd_sc_hd__or4_1	3	22.52
sky130_fd_sc_hd__clkbuf_1	12	45.04
sky130_fd_sc_hd__a211oi_1	4	30.03
sky130_fd_sc_hd__o31ai_1	3	22.52
sky130_fd_sc_hd__o21ai_1	6	30.03
sky130_fd_sc_hd__a211oi_2	3	37.54
==> metrics by stage <==
stage          std cells  setup slack [ps]
6_report             571              9905
5_1_grt              571              9401
4_1_cts              571              9930
3_5_place_dp         563              9655
3_3_place_gp         563              9738
2_1_floorplan        436             10930
==> final cells by class <==
class                   instances  area share (%)
clock buffers                   8           2.953
inverters                       8          0.8054
multi-input cells             370           68.79
flip-flops and latches         30           18.26
well taps                     136           4.564
repair buffers                 19           4.631
==> sequential cells by signal, summed over array words and instances (netlist names) <==
name / flops
tx_busy: 1
baudrate_prescaler: 16
tx_shift_register: 9
tx_bitcount: 4
==> final timing paths <==
check,start,end
setup reg to reg,baudrate_prescaler[0],baudrate_prescaler[13]
hold reg to reg,tx_shift_register[0],tx_shift_register[0]
hold / removal,tx_shift_register[0],tx_shift_register[0]
setup / recovery,control_register[0],baudrate_prescaler[13]
==> routing by layer <==
metal	share of wire, %	GRT usage, %	up-vias	wire [um]
met5	0	0	-	0
met4	0.22	0.8633	0	18
met3	5.0	1.974	5	408
met2	44	16.23	60	3587
met1	50	16.43	1471	4072
li1	-	-	1628	-
==> worst register-to-register path: cells and delay by family (launching register included) <==
kind                     cells  cell delay [ps]
AND-OR/OR-AND               10             3010
XOR/XNOR                     1              350
adder cells (fa/ha/maj)      2              490
flip-flops                   1              330
AND/OR/NAND/NOR              6             1910
==> power groups by stage <==
| stage | logic (uW) | clock network, uW | registers (uW) |
|---|---|---|---|
| 5_1_grt | 393 | 60.6 | 89.2 |
| 6_report | 352 | 56.1 | 87.1 |
| 4_1_cts | 349 | 57.5 | 87.2 |
==> logic make-up (layout without fill, tap and decap cells) <==
group | Yosys count | after routing | synth area share [%]
mux | 16 | 16 | 4.837
other cells | 1 | 13 | 0.1107
flops | 30 | 30 | 20.09
xor+xnor | 29 | 29 | 8.161
buf+inv | 36 | 35 | 5.539
fa+ha+maj | 7 | 7 | 2.585
compound gates | 127 | 127 | 29.91
simple gates | 178 | 178 | 28.77
No activity file was given, so power comes from the tool's default toggle rates.
